<file path="run.sh">
#!/bin/bash
# OpenROAD 26Q1-2900-gdf79404cd8, Yosys 0.63+post, stock flow scripts
make -C /OpenROAD-flow-scripts/flow DESIGN_CONFIG=/design/flow/config.mk WORK_HOME=/design/flow/orfs finish
</file>
<file path="config.mk">
export PLATFORM = sky130hd
export DESIGN_NAME = fpadd
export DESIGN_NICKNAME = fpadd
export VERILOG_FILES = /design/flow/design.v
export SDC_FILE = /design/flow/constraint.sdc
export NUM_CORES = 4
export LEC_CHECK = 1
export CORE_UTILIZATION = 50
</file>
<file path="constraint.sdc">
current_design fpadd

set clk_period 8.8
set clk_io_pct 0.2

create_clock -name clk0 -period $clk_period [get_ports {clk}]

set non_clock_inputs [all_inputs -no_clocks]
set_input_delay [expr $clk_period * $clk_io_pct] -clock clk0 $non_clock_inputs
set_output_delay [expr $clk_period * $clk_io_pct] -clock clk0 [all_outputs]
</file>
<file path="design.v">
module fpadd (
    clk, reset, start,
    a, b,
    sum, 
    done
);
    input clk, reset, start;
    input [31:0] a, b;
    output [31:0] sum;
    output done;
    reg sign_a, sign_b, sign_r;
    reg [7:0] exp_a, exp_b, exp_r;
	reg [25:0] mant_a, mant_b;
    reg [25:0] mant_r;
	reg sum, done;  
    reg [23:0] mant_sum;
    parameter IDLE = 3'b000;
    parameter SIGN = 3'b001;
    parameter SHIFT = 3'b010;
    parameter ADD = 3'b011;
	parameter RESSIGN = 3'b100;
    parameter NORM = 3'b101;
    parameter SEARCH = 3'b110;
	parameter FIN = 3'b111;
    reg[2:0] pres_state;
	always @(posedge clk) begin
	    if(reset) begin
			exp_a <= 0; exp_b <= 0; exp_r <= 0;
			mant_a <= 0; mant_b <= 0; mant_r <= 0;
			sign_a <= 0; sign_b <= 0; sign_r <= 0;
			done <= 0; sum <= 0; mant_sum <= 0;
    	end
    	else if(start) begin
	    	sign_a <= a[31];
	    	sign_b <= b[31];
			exp_a <= a[30:23];
			exp_b <= b[30:23];
			mant_a <= {3'b001, a[22:0]};  
			mant_b <= {3'b001, b[22:0]};  
	    	done <= 0;
	    	pres_state <= IDLE;
	    end
	    else begin
	    	case(pres_state)
			IDLE:  
	    	begin
		    	if ((exp_a == 8'b0) && (mant_a[22:0] == 22'b0 && mant_a[23] == 1'b1)) begin
					sum <= b;
					done <= 1;
					pres_state <= FIN;
		    	end
	    		else if ((exp_b == 8'b0) && (mant_b[22:0] == 22'b0 && mant_b[23] == 1'b1)) begin
					sum <= a;
					done <= 1;
					pres_state <= FIN;
		    	end
				else if (exp_a == 8'b11111111) begin
					sum <= a;
					done <= 1;
					pres_state <= FIN;
				end
				else if (exp_b == 8'b11111111) begin
					sum <= b;
					done <= 1;
					pres_state <= FIN;
				end
				else begin
					pres_state <= SIGN;
				end
			end	
			SIGN:  
			begin
				if (sign_a) begin
					mant_a <= ~mant_a + 1;
				end	
				if (sign_b) begin
					mant_b <= ~mant_b + 1;
				end	
				pres_state <= SHIFT;
			end
			SHIFT:  
			begin
				if(exp_a > exp_b) begin
					mant_b <= {sign_b, mant_b[25:1]};  
					exp_b <= exp_b + 1;
					exp_r <= exp_a;
				end
				else if(exp_a < exp_b) begin
					mant_a <= {sign_a, mant_a[25:1]};  
					exp_a <= exp_a + 1;
					exp_r <= exp_b;
				end
				else
					exp_r <= exp_a;
				pres_state <= (exp_a == exp_b) ? ADD : pres_state;
			end
			ADD:  
			begin
				mant_r <= mant_a + mant_b;
				pres_state <= RESSIGN;
			end
			RESSIGN:  
			begin
				if (mant_r[25] == 1) begin
					sign_r <= 1;
					mant_r <= -mant_r;
				end else begin
					sign_r <= 0;
				end
				pres_state <= NORM;
			end
			NORM:  
			begin
				if (mant_r == 0) begin
					exp_r <= 0;
					pres_state <= FIN;
				end else if ((mant_r[24] == 0) && (mant_r[23] == 1)) begin
					pres_state <= FIN;
				end else if (mant_r[24] == 1) begin
					mant_r <= mant_r >> 1;
					exp_r  <= exp_r + 1;
					pres_state <= FIN;
				end else
					pres_state <= SEARCH;
			end
			SEARCH:  
			begin
				if(mant_r[23] != 1) begin
					mant_r <= mant_r << 1;
					exp_r  <= exp_r - 1;
					pres_state <= SEARCH;
				end else
					pres_state <= FIN;
			end
			FIN:
			begin
				sum <= {sign_r, exp_r, {mant_r[22:0]}};
				done <= 1;
			end
			endcase
	    end
	end
endmodule
</file>
==> out/results.ini <==
[status]
outcome = finished, final reports clean

[setup_path]
critPathKind = flop to flop
r2r_start = mant_a[1]
cp.buffers_inverters = 2
endpoint_kind = flop
cp_slowest_stage_delay_ns = 0.50
timing.rr.end = sum[16]
cp.arrival_ns = 4.24
reg2reg_depth = 11
crit_fanout = 20
required_ns = 9.11
cp_slowest_cell = or3b_2
critPathTopFamily = simple AND/OR/NAND/NOR gates
cp_cell_sequence = inv_1, ha_1, or3b_2, nor3_2, nand4_1, nand3b_1, nand2_2, buf_4, mux2i_1, o21ai_0, a22o_1
reg2reg_slack_ns = 4.88
cp-start-kind = flop
cp_num_cells = 11

[power]
irDropWorstVdd_mv = 0.132
seq_power_share_pct = 34.6
p_clk_share_pct = 34.7
leakagePower_nw = 4.87
power_frac_comb_pct = 30.7
p_int_mw = 1.51
switchingPower_mw = 0.797
total_power_mw = 2.31
swShare_pct = 34.5
power.density_nw_per_um2 = 186

[clock_network]
holdBufCountCts = 0
htree_levels = 4
cts_root_buf = clkbuf_16
post-cts-setup-buffers = 0
clk_pin_slew_ns = 0.06
cts_tree = built
insertion_delay_ns = 0.42
numCtsBuffers = 17
cts_sinks = 146
cts_resized = 0
cts_buffer_depth = 2

[final_timing]
max_slew.worst_pin.slew_ns = 0.803
final.setup_skew_ns = 0.0106
setup_viol = 0
maxSlewViolCount = 0
final_hold_viol_count = 0
fmax_ghz = 0.255
min_period_ns = 3.92
tns_ns = 0
whs_ns = 0.474
rsz0062_at_grt = no
slew_headroom_pct = 46.5
final.period_utilization_pct = 44.6

[detailed_routing]
wl_per_cell_microns = 19.7
antenna_cells_inserted = 0
vias = 10900
drt_wl_total_microns = 34200
firstDrtPassIters = 5
vias_per_cell = 6.25
drtAntennaViolNets = 0
first_iter_violations = 1048
route.detailed.drc = 0

[floorplanning]
die_x_microns = 149
io_pins = 100
initCoreUtil_pct = 51.2
rows = 53
die_h_microns = 149
core_area_sq_um = 21100
chip_area_sq_um = 22200

[place]
numPortBuffers = 99
dpl.hpwl_microns = 24500
gp_congestion = 0.916

[synth]
yosys_warnings = 1
syn_area_per_cell_sq_um = 7.58
numSynthFlops = 146
synth_stat.cells = 1425
ff_type = dfxtp_1
yosysUniqueCellTypes = 80
ys_chip_area_sq_um = 10800
netlist_instances = 1425
ys_seq_share_pct = 27.1
async_flop_share_pct = 0
syn_area_sq_um = 10800
synth-edff-count = 1

[final_layout]
synthToLayoutAreaGrowth_pct = 14.9
final_cell_mix = 158 x nor2_1, 143 x dfxtp_1, 125 x nand2_1, 102 x o21ai_0, 97 x clkdlybuf4s50_1
lay_top_count = nor2_1
final_layout_size_suffix_gt1_share_pct = 5.07
fillers = 1952

[worst_hold_path]
hold_path_class = flop to flop
whs_path_depth = 1
hold_end = sum[20]
hold_start = sum[20]

[flow_run]
tool_warnings = 29
max_cap_violations = 0

[global_routing]
grt_pass1_wl_microns = 53900
antenna_found_initial = 0
grt_pass1_vias = 9465
overflow = 0
grt_max_degree = 80
track_usage_pct = 31.9

==> power groups by stage <==
| stage | clock, mW | sequential (mW) | combinational [mW] |
|---|---|---|---|
| after CTS | 0.813 | 0.795 | 0.700 |
| after global routing | 0.842 | 0.807 | 0.789 |
| final | 0.800 | 0.799 | 0.709 |
==> final cells by class <==
class / instances / area (sq um) / share of cell area [%]
multi-input cells: 1121 / 7210 / 58.1
flip-flops and latches: 146 / 2940 / 23.7
repair buffers: 115 / 1100 / 8.89
clock buffers: 19 / 433 / 3.49
well taps: 275 / 344 / 2.77
clock inverters: 12 / 204 / 1.64
inverters: 48 / 180 / 1.45
==> state kept, by name (all words and copies together) (netlist names), named ones only <==
| register | cells |
|---|---|
| exp_b | 8 |
| mant_r | 26 |
| sign_b | 1 |
| sign_a | 1 |
| exp_r | 8 |
| sign_r | 1 |
| sum | 32 |
| exp_a | 8 |
| done | 1 |
| pres_state | 7 |
| mant_a | 26 |
| mant_b | 26 |
==> cell usage after synthesis, drive strengths merged (13+ instances only) <==
master	count	area share, %
inv	46	1.6
o31ai	17	1.2
or3	20	1.2
nand4	15	0.87
a21oi	91	4.4
xor2	18	1.5
mux2i	59	5.5
o211ai	13	0.90
a221oi	38	3.1
a211oi	31	2.2
a21o	16	1.1
clkbuf	85	3.0
a31oi	13	0.75
buf	25	1.6
ha	42	4.9
o21ai	105	4.9
nor3	65	3.1
dfxtp	145	27
a22oi	18	1.3
nand2	126	4.4
a22o	42	3.4
xnor2	43	3.5
nand3	27	1.3
nor2	158	5.5
o22ai	16	0.93
==> logic make-up after synthesis <==
| group | synth area share (%) |
|---|---|
| AND/OR/NAND/NOR | 22.0 |
| AND-OR/OR-AND | 29.0 |
| buffers and inverters | 6.26 |
| flip-flops | 27.1 |
| XOR/XNOR | 4.94 |
| multiplexers | 5.67 |
| adder cells (fa/ha/maj) | 5.05 |
==> metrics by stage <==
stage | instance area, sq um | util (%) | setup WS, ns | instances
floorplan | 10800 | - | 5.44 | 1425
detailed placement | 11800 | 55.9 | 4.71 | 1705
CTS | 12400 | 58.9 | 4.98 | 1736
finish | 12400 | 58.9 | 4.88 | 1736
global placement | 11800 | 55.9 | 4.71 | 1705
global route | 12400 | 58.9 | 4.67 | 1736
==> per-layer routing <==
layer / share of wire (%) / global-route usage (%) / wire length [microns] / vias up
met5: 0 / 0 / 0 / -
met4: 0.86 / 3.01 / 294 / 0
met3: 12 / 11.0 / 3950 / 19
met2: 39 / 40.5 / 13200 / 427
met1: 49 / 53.3 / 16800 / 5057
li1: - / - / - / 5350
==> worst max path at each step <==
stage / end / from / slack, ns
CTS: sum[17] / mant_a[1] / 4.98
global route: sum[16] / mant_a[1] / 4.67
finish: sum[16] / mant_a[1] / 4.88
No activity file was given, so power comes from the tool's default toggle rates.
